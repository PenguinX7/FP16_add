==> /design/flow/design.v <==
`timescale 1ns / 1ps
module FP16_add(
    input data1,
    input data2,
    input clk,
    input rst,
    input input_valid,
    output data_o,
    output output_update
    );
    wire [15:0]data1;
    wire [15:0]data2;
    wire clk;
    wire rst;
    wire input_valid;
    reg [15:0]data_o;
    reg output_update;
    reg pre_over;        
    reg overflow1;
    reg sign_high;
    reg sign_low;
    reg [4:0]exp_high;
    reg [4:0]exp_low;
    reg [22:0]rm_high;
    reg [22:0]rm_low;
    reg align_over;      
    reg overflow2;
    reg sign_high2;
    reg sign_low2;
    reg [4:0]exp_high2;
    reg [4:0]exp_low2;
    reg [22:0]rm_high2;
    reg [22:0]rm_low2;
    reg cal_over;        
    reg overflow3;
    reg sign_cache;
    reg [5:0]exp_cache;
    reg [22:0]rm_cache;
    reg norpre_over;      
    reg overflow4;
    reg sign_new;
    reg [6:0]exp_new;
    reg [11:0]rm_new;
    reg ifround;
    reg norround_over;    
    reg overflow5;
    reg sign_new2;
    reg [6:0]exp_new2;
    reg [11:0]rm_new2;
    reg norcarry_over;       
    reg overflow6;
    reg sign_new3;
    reg [6:0]exp_new3;
    reg [11:0]rm_new3;
    always @ (posedge clk or posedge rst)   begin
        if(rst) begin                    
            pre_over <= 1'b0;
            overflow1 <= 1'b0;
            sign_high <= 1'b0;
            sign_low <= 1'b0;
            exp_high <= 4'd0;
            exp_low <= 4'd0;
            rm_high <= 23'd0;
            rm_low <= 23'd0;
        end
        else if(input_valid)    begin            
            pre_over <= 1'b1;
            if((&data1) || (&data2))    begin
                overflow1 <= 1'b1;
                sign_high <= sign_high;
                sign_low <= sign_low;
                exp_high <= exp_high;
                exp_low <= exp_low;
                rm_high <= rm_high;
                rm_low <= rm_low;
            end
            else begin
                if(data1[14:10] > data2[14:10]) begin
                    exp_high <= data1[14:10];
                    exp_low <= data2[14:10];
                    sign_high <= data1[15];
                    sign_low <= data2[15];
                    rm_high <= {2'b01,data1[9:0],11'd0};
                    if(|data2[14:10])
                        rm_low <= {2'd1,data2[9:0],11'd0};
                    else
                        rm_low <= 23'd0;
                end
                else if(data1[14:10] < data2[14:10])    begin
                    exp_high <= data2[14:10];
                    exp_low <= data1[14:10];
                    sign_high <= data2[15];
                    sign_low <= data1[15];
                    rm_high <= {2'b01,data2[9:0],11'd0};
                    if(|data1[14:10])
                        rm_low <= {2'd1,data1[9:0],11'd0};
                    else
                        rm_low <= 23'd0;
                end
                else if(data1[9:0] > data2[9:0])    begin
                    exp_high <= data1[14:10];
                    exp_low <= data2[14:10];
                    sign_high <= data1[15];
                    sign_low <= data2[15];
                    rm_high <= {2'd1,data1[9:0],11'd0};
                    rm_low <= {2'd1,data2[9:0],11'd0};
                end
                else    begin
                    exp_high <= data2[14:10];
                    exp_low <= data1[14:10];
                    sign_high <= data2[15];
                    sign_low <= data1[15];
                    if(|data1[14:10])   begin
                        rm_high <= {2'b01,data2[9:0],11'd0};
                        rm_low <= {2'b01,data1[9:0],11'd0};
                    end
                    else    begin
                        rm_high <= 23'd0;
                        rm_low <= 23'd0;
                    end
                end
            end
        end
        else    begin                
            pre_over <= 1'b0;
            overflow1 <= overflow1;
            sign_high <= sign_high;
            sign_low <= sign_low;
            exp_high <= exp_high;
            exp_low <= exp_low;
            rm_high <= rm_high;
            rm_low <= rm_low;
        end
    end
    always@(posedge clk or posedge rst) begin
        if(rst) begin                            
            align_over <= 1'b0;
            overflow2 <= 1'b0;
            sign_high2 <= 1'b0;
            sign_low2 <= 1'b0;
            exp_high2 <= 5'd0;
            exp_low2 <= 5'd0;
            rm_high2 <= 23'd0;
            rm_low2 <= 23'd0;
        end
        else if(pre_over)   begin                
            align_over <= 1'b1;
            overflow2 <= overflow1;
            if(overflow1)   begin
                sign_high2 <= sign_high2;
                sign_low2 <= sign_low2;
                exp_high2 <= exp_high2;
                exp_low2 <= exp_low2;
                rm_high2 <= rm_high2;
                rm_low2 <= rm_low2;
            end
            else begin
                sign_high2 <= sign_high;
                sign_low2 <= sign_low;
                exp_high2 <= exp_high;
                exp_low2 <= exp_low;
                rm_high2 <= rm_high;
                case(exp_high - exp_low)
                    5'd0 : rm_low2 <= rm_low;
                    5'd1 : rm_low2 <= rm_low >> 1;
                    5'd2 : rm_low2 <= rm_low >> 2;
                    5'd3 : rm_low2 <= rm_low >> 3;
                    5'd4 : rm_low2 <= rm_low >> 4;
                    5'd5 : rm_low2 <= rm_low >> 5;
                    5'd6 : rm_low2 <= rm_low >> 6;
                    5'd7 : rm_low2 <= rm_low >> 7;
                    5'd8 : rm_low2 <= rm_low >> 8;
                    5'd9 : rm_low2 <= rm_low >> 9;
                    5'd10 : rm_low2 <= rm_low >> 10;
                    5'd11 : rm_low2 <= rm_low >> 11;
                    5'd12 : rm_low2 <= rm_low >> 12;
                    default  : rm_low2 <= 23'd0;
                endcase 
            end
        end
        else    begin                        
            align_over <= 1'b0;
            overflow2 <= overflow2;
            sign_high2 <= sign_high2;
            sign_low2 <= sign_low2;
            exp_high2 <= exp_high2;
            exp_low2 <= exp_low2;
            rm_high2 <= rm_high2;
            rm_low2 <= rm_low2;
        end
    end
    always @(posedge clk or posedge rst)    begin
        if(rst) begin                            
            cal_over <= 1'b0;
            overflow3 <= 1'b0;
            sign_cache <= 1'b0;
            exp_cache <= 6'd0;
            rm_cache <= 23'd0;
        end
        else if(align_over) begin                
            cal_over <= 1'b1;
            overflow3 <= overflow2;
            if(overflow2)   begin
                sign_cache <= sign_cache;
                exp_cache <= exp_cache;
                rm_cache <= rm_cache;
            end
            else    begin
                sign_cache <= sign_high2;
                exp_cache <= exp_high2;
                if(sign_high2 ^ sign_low2)
                    rm_cache <= rm_high2 - rm_low2;
                else
                    rm_cache <= rm_high2 + rm_low2;
            end
        end
        else    begin                            
            cal_over <= 1'b0;
            overflow3 <= overflow3;
            sign_cache <= sign_cache;
            exp_cache <= exp_cache;
            rm_cache <= rm_cache;
        end
    end
    always @(posedge clk or posedge rst)    begin
        if(rst) begin                            
            norpre_over <= 1'b0;
            overflow4 <= 1'b0;
            exp_new <= 7'd0;
            rm_new <= 12'd0;
            sign_new <= 1'b0;
            ifround <= 1'b0;          
        end
        else if(cal_over)   begin                
            norpre_over <= 1'b1;
            overflow4 <= overflow3;
            if(overflow3)   begin
                sign_new <= sign_new;
                exp_new <= exp_new;
                rm_new <= rm_new;
                ifround <= ifround;
            end
            else    begin
                sign_new <= sign_cache;
                casex(rm_cache)
                    23'b1xx_xxxx_xxxx_xxxx_xxxx_xxxx : begin
                        exp_new <= exp_cache + 7'd1;
                        rm_new <= {1'b0,rm_cache[22:12]};
                        ifround <= rm_cache[11] & (rm_cache[12] | (|rm_cache[10:0]));
                    end
                    23'b01x_xxxx_xxxx_xxxx_xxxx_xxxx : begin
                        exp_new <= exp_cache;
                        rm_new <= {1'b0,rm_cache[21:11]};
                        ifround <= rm_cache[10] & (rm_cache[11] | (|rm_cache[9:0]));
                    end
                    23'b001_xxxx_xxxx_xxxx_xxxx_xxxx : begin
                        exp_new <= exp_cache - 7'd1;
                        rm_new <= {1'b0,rm_cache[20:10]};
                        ifround <= rm_cache[9] & (rm_cache[10] | (|rm_cache[8:0]));
                    end
                    23'b000_1xxx_xxxx_xxxx_xxxx_xxxx : begin
                        exp_new <= exp_cache - 7'd2;
                        rm_new <= {1'b0,rm_cache[19:9]};
                        ifround <= rm_cache[8] & (rm_cache[9] | (|rm_cache[7:0]));
                    end
                    23'b000_01xx_xxxx_xxxx_xxxx_xxxx : begin
                        exp_new <= exp_cache - 7'd3;
                        rm_new <= {1'b0,rm_cache[18:8]};
                        ifround <= rm_cache[7] & (rm_cache[8] | (|rm_cache[6:0]));
                    end
                    23'b000_001x_xxxx_xxxx_xxxx_xxxx : begin
                        exp_new <= exp_cache - 7'd4;
                        rm_new <= {1'b0,rm_cache[17:7]};
                        ifround <= rm_cache[6] & (rm_cache[7] | (|rm_cache[5:0]));
                    end
                    23'b000_0001_xxxx_xxxx_xxxx_xxxx : begin
                        exp_new <= exp_cache - 7'd5;
                        rm_new <= {1'b0,rm_cache[16:6]};
                        ifround <= rm_cache[5] & (rm_cache[6] | (|rm_cache[4:0]));
                    end
                    23'b000_0000_1xxx_xxxx_xxxx_xxxx : begin
                        exp_new <= exp_cache - 7'd6;
                        rm_new <= {1'b0,rm_cache[15:5]};
                        ifround <= rm_cache[4] & (rm_cache[5] | (|rm_cache[3:0]));
                    end
                    23'b000_0000_01xx_xxxx_xxxx_xxxx : begin
                        exp_new <= exp_cache - 7'd7;
                        rm_new <= {1'b0,rm_cache[14:4]};
                        ifround <= rm_cache[3] & (rm_cache[4] | (|rm_cache[2:0]));
                    end
                    23'b000_0000_001x_xxxx_xxxx_xxxx : begin
                        exp_new <= exp_cache - 7'd8;
                        rm_new <= {1'b0,rm_cache[13:3]};
                        ifround <= rm_cache[2] & (rm_cache[3] | (|rm_cache[1:0]));
                    end
                    23'b000_0000_0001_xxxx_xxxx_xxxx : begin
                        exp_new <= exp_cache - 7'd9;
                        rm_new <= {1'b0,rm_cache[12:2]};
                        ifround <= rm_cache[1] & (rm_cache[2] | rm_cache[0]);
                    end
                    23'b000_0000_0000_1xxx_xxxx_xxxx : begin
                        exp_new <= exp_cache - 7'd10;
                        rm_new <= {1'b0,rm_cache[11:1]};
                        ifround <= rm_cache[0] & rm_cache[1];
                    end
                    default : begin
                        exp_new <= 12'd0;
                        rm_new <= 7'd0;
                        ifround <= 1'b0;
                    end
                endcase
            end
        end
        else    begin                
            norpre_over <= 1'b0;
            overflow4 <= 1'b0;
            sign_new <= sign_new;
            exp_new <= exp_new;
            rm_new <= rm_new;
            ifround <= ifround;
        end
    end
    always@(posedge clk or posedge rst) begin
        if(rst) begin            
            norround_over <= 1'b0;
            overflow5 <= 1'b0;
            rm_new2 <= 12'd0;
            sign_new2 <= 1'b0;
            exp_new2 <= 7'd0;
        end
        else if(norpre_over)    begin        
            norround_over <= 1'b1;
            overflow5 <= overflow4;
            if(overflow4)   begin
                rm_new2 <= rm_new2;
                sign_new2 <= sign_new2;
                exp_new2 <= exp_new2;
            end
            else    begin
                rm_new2 <= ifround ? rm_new + 12'd1 : rm_new;
                sign_new2 <= sign_new;
                exp_new2 <= exp_new;
            end
        end
        else    begin            
            norround_over <= 1'b0;
            overflow5 <= overflow5;
            rm_new2 <= rm_new2;
            sign_new2 <= sign_new2;
            exp_new2 <= exp_new2;
        end
    end
    always @ (posedge clk or posedge rst)   begin
        if(rst) begin        
            norcarry_over <= 1'b0;
            overflow6 <= 1'b0;
            sign_new3 <= 1'b0;
            exp_new3 <= 7'd0;
            rm_new3 <= 12'd0;
        end
        else if(norround_over)  begin        
            norcarry_over <= 1'b1;
            overflow6 <= overflow5;
            if(overflow5)   begin
                sign_new3 <= sign_new3;
                exp_new3 <= exp_new3;
                rm_new3 <= rm_new3;
            end
            else begin
                sign_new3 <= sign_new2;
                if(rm_new2[11]) begin
                    exp_new3 <= exp_new2 + 7'd1;
                    rm_new3 <= rm_new2 >> 1;
                end
                else begin
                    exp_new3 <= exp_new2;
                    rm_new3 <= rm_new2;
                end
            end
        end
        else    begin                    
            norcarry_over <= 1'b0;
            overflow6 <= overflow6;
            sign_new3 <= sign_new3;
            exp_new3 <= exp_new3;
            rm_new3 <= rm_new3;
        end
    end
    always @(posedge clk or posedge rst)    begin
        if(rst) begin            
            data_o <= 16'd0;
            output_update <= 1'b0;
        end
        else if(norcarry_over)  begin            
            output_update <= 1'b1;
            if(overflow6 | (exp_new3[6:5] == 2'b01))
                data_o <= 16'hffff;
            else if( ~(|rm_new3[11:0]) | (exp_new3[6]))
                data_o <= 16'h0000;
            else
                data_o <= {sign_new3,exp_new3[4:0],rm_new3[9:0]};
        end
        else    begin                
            data_o <= data_o;
            output_update <= 1'b0;
        end
    end
endmodule
==> /design/flow/run.sh <==
#!/bin/bash
# OpenROAD 26Q1-2900-gdf79404cd8, Yosys 0.63+post, stock flow scripts
make -C /OpenROAD-flow-scripts/flow DESIGN_CONFIG=/design/flow/config.mk WORK_HOME=/design/flow/orfs finish
==> /design/flow/config.mk <==
export PLATFORM = sky130hd
export DESIGN_NAME = FP16_add
export DESIGN_NICKNAME = FP16_add
export VERILOG_FILES = /design/flow/design.v
export SDC_FILE = /design/flow/constraint.sdc
export NUM_CORES = 4
export LEC_CHECK = 1
export CORE_UTILIZATION = 30
export SYNTH_HDL_FRONTEND = slang
==> /design/flow/constraint.sdc <==
current_design FP16_add

set clk_period 9.0
set clk_io_pct 0.2

create_clock -name clk0 -period $clk_period [get_ports {clk}]

set non_clock_inputs [all_inputs -no_clocks]
set_input_delay [expr $clk_period * $clk_io_pct] -clock clk0 $non_clock_inputs
set_output_delay [expr $clk_period * $clk_io_pct] -clock clk0 [all_outputs]
==> reports/metrics.yaml <==
run_status:
  outcome: "completed"
job:
  warnings: 36
  drv_cap: 0
cts:
  clock-sinks: 191
  path_clk_slew_ns: 0.07
  cts_setup_buffers: 0
  cts_tree: "built"
  cts.path.max_buffers: 2
  postCtsHoldBufs: 0
  post_cts_resized: 0
  cts_root_buf: "clkbuf_16"
  worstSkewPairLatency_ns: 0.44
  cts_made_buffers: 17
  htreeDepth: 4
place:
  routabilityCongestion: 0.9451
  place_ws_ns: 4.079
  port_buffers: 51
  dp_cells: 1964
  dp_hpwl_um: 22860
final_timing:
  holdWs_ns: 0.4076
  period_used_share: 0.5021
  slew_headroom: 0.3761
  drv_slew: 0
  setup_ws_ns: 4.481
  worst_slew_pin_slew_ns: 0.9282
  skew_ns: 0.01332
  min_period_ns: 4.519
  max_freq_ghz: 0.2213
  hold_viol: 0
  rsz0062_at_grt: "no"
  setup_violations: 0
  setup_tns_ns: 0
logic_synthesis:
  synthCells: 1470
  postSynthAreaPerCell_um2: 8.490
  ys_cells: 1470
  postSynth.asyncResetShare: 1.000
  ys_warn_count: 0
  synth-seq-cells: 191
  synth-edff-count: 0
  ys_types: 80
  postSynthSeqShare: 0.3830
  synth_top_flop_cell: "dfrtp_1"
  ys_area_um2: 12480
  syn_area_um2: 12480
floorplanning:
  core-area_um2: 40920
  pin_count: 52
  rows: 74
  die-width_um: 206.0
  fp_util: 0.3050
  die_area_um2: 42420
  fp.dieH_um: 206.0
worst_setup_path:
  startpoint_type: "input pin"
  endpoint_kind: "flop"
  path_cells: "clkdlybuf4s50_1, inv_1, ha_1, and3_1, a221oi_1, nor2b_1, o32a_1, a2bb2oi_2, nor2_1, a22oi_1, o21ai_0"
  cp_top_family: "AND-OR/OR-AND gates"
  critical_path_buf_inv_count: 2
  cpPeakStageDelay_ns: 0.72
  critPathArrivalTime_ns: 4.87
  cpMaxStageDelayCell: "nor2_1"
  criticalPathCategory: "in -> reg"
  cp.required_ns: 9.35
  cp_max_fo: 10
detailed_routing:
  n_antenna_cell: 0
  ant_nets: 0
  wl_per_cell_um: 15.92
  drtIter0Drc: 1050
  firstDrtPassIters: 7
  num_vias: 10690
  drcViolationCount: 0
  drt_wl_total_um: 31750
  avgViaCountPerCell: 5.360
power_and_ir_drop:
  switching_share: 0.4051
  ir_worst_vdd_v: 0.0001113
  leakage_nw: 5.746
  p_clk_frac: 0.199
  p_int_mw: 2.180
  p_seq_frac: 0.398
  p_per_area_nw_per_um2: 262.3
  power_mw: 3.665
  switching_power_mw: 1.485
  pwr-share-comb: 0.403
cells_and_area:
  fill_cells: 4185
  final_cells: 1994
  syn_to_final_growth_pct: 11.92
  drive_gt1_frac: 0.06361
global_routing:
  first_global_vias: 10170
  overflow: 0
  grt_first_pass_wirelength_um: 52760
  grt_max_degree: 90
  antenna_found_initial: 0
  globalRouteTotalUtil: 0.1558
min_path:
  hp-class: "reg -> reg"
metal layers:
layer  vias to the layer above  global-route usage  part of all wire
met5                         -                   0                 0
met4                         0             0.04018             0.025
met3                        41             0.01739             0.038
met2                       284              0.2534              0.46
met1                      5034              0.2242              0.47
li1                       5329                   -                 -
final cells by class:
class	count	area, µm²	area share
clock buffers	19	442.9	0.03171
multi-input cells	1111	7067	0.5059
inverters	55	214.0	0.01532
well taps	532	665.6	0.04765
repair buffers	75	690.7	0.04944
flip-flops and latches	191	4780	0.3422
clock inverters	11	108.9	0.007793
power groups by stage:
stage | Combinational (mW) | Clock [mW] | Sequential [mW]
after global routing | 1.67 | 0.782 | 1.50
final | 1.48 | 0.729 | 1.46
after CTS | 1.48 | 0.750 | 1.45
final timing paths:
check,startpoint,to,slack (ns),depth (start not counted)
worst min-delay path,norpre_over,norround_over,0.41,0
worst max register to register,rm_low2[0],rm_cache[22],4.55,15
max in group asynchronous,rst,rm_low2[16],5.38,4
worst min register to register,norpre_over,norround_over,0.41,0
worst max-delay path,data2[5],rm_low[14],4.48,11
min in group asynchronous,rst,exp_cache[0],1.82,2
worst reg2reg max path, delay by kind of cell, from the launching register on:
kind | cells | cell delay, ns
DFF | 1 | 0.46
and+or+nand+nor | 4 | 1.40
AOI/OAI and AO/OA | 7 | 1.64
adders and majority gates | 2 | 0.52
xor gates and xnor gates | 1 | 0.12
buffers and inverters | 1 | 0.19
placed cells by master, fill, tap and decap left out, drive strengths merged, types with 17 or more instances in the layout:
cell type,n
o21ai,139
a31oi,27
nor2,96
a221oi,26
mux2i,23
ha,48
a22oi,58
mux2,17
clkdlybuf4s50,51
nand2,213
clkbuf,19
buf,24
inv,57
xor2,21
xnor2,42
nor3,21
nand3,19
nand4,21
and3,24
a21o,20
nand2b,20
a21oi,97
dfrtp,191
synth_stat cells (4+ instances only):
| library cell | instances | share of area |
|---|---|---|
| a31oi_1 | 26 | 0.013 |
| nor4_1 | 13 | 0.0065 |
| o31ai_1 | 8 | 0.0048 |
| clkbuf_1 | 103 | 0.031 |
| nor2_1 | 96 | 0.029 |
| o31a_1 | 4 | 0.0028 |
| a21oi_1 | 97 | 0.039 |
| nand2b_1 | 20 | 0.010 |
| o211ai_1 | 4 | 0.0024 |
| nand3_1 | 18 | 0.0072 |
| dfrtp_1 | 191 | 0.38 |
| nor2b_1 | 6 | 0.0030 |
| a22o_1 | 14 | 0.0098 |
| xor2_1 | 20 | 0.014 |
| and2_1 | 7 | 0.0035 |
| xnor2_1 | 41 | 0.029 |
| a2111oi_0 | 4 | 0.0028 |
| inv_1 | 52 | 0.016 |
| o21ai_0 | 136 | 0.055 |
| a211oi_1 | 8 | 0.0048 |
| a22oi_1 | 58 | 0.035 |
| ha_1 | 48 | 0.048 |
| buf_1 | 5 | 0.0015 |
| a221oi_1 | 26 | 0.018 |
| a32oi_1 | 4 | 0.0028 |
| nor3b_1 | 7 | 0.0042 |
| nand4_1 | 21 | 0.011 |
| nand2_1 | 213 | 0.064 |
| a21o_1 | 20 | 0.012 |
| a221o_1 | 10 | 0.0080 |
| mux2_2 | 16 | 0.014 |
| and3_1 | 24 | 0.012 |
| or4_1 | 9 | 0.0054 |
| nor3_1 | 21 | 0.0084 |
| a41oi_1 | 4 | 0.0028 |
| o21a_1 | 5 | 0.0030 |
| mux2i_1 | 23 | 0.018 |
| a222oi_1 | 15 | 0.012 |
| or3_1 | 9 | 0.0045 |
flip-flops by register name, indices dropped and copies added (netlist names), 7 cells and up:
register  count
rm_cache     23
rm_low2      22
data_o       16
rm_new2      12
rm_high2     11
rm_high      11
rm_low       11
rm_new3      11
rm_new       11
exp_new2      7
exp_new3      7
exp_new       7
per-stage QoR:
step / area (µm²) / utilization
6_report: 13970 / 0.3413
5_1_grt: 13970 / 0.3413
4_1_cts: 13970 / 0.3413
3_5_place_dp: 13420 / 0.3278
3_3_place_gp: 13420 / 0.3278
2_1_floorplan: 12480 / -
logic make-up (layout without fill, tap and decap cells):
kind of cell | Yosys count | in the layout | synth area share
xor+xnor | 63 | 63 | 0.04541
flops | 191 | 191 | 0.3830
simple gates | 482 | 482 | 0.1838
fa+ha+maj | 49 | 49 | 0.04972
buf+inv | 168 | 160 | 0.05253
compound gates | 477 | 477 | 0.2515
mux | 40 | 40 | 0.03408
Power and IR drop assume default switching activity.
